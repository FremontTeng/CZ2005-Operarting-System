--- design.v ---
`timescale 1ns / 10ps
`timescale 1ns / 1ps
module regfile (
	clk,
	rst,
	wen,
	raddr1, 
	raddr2, 
	waddr, 
	wdata, 
	rdata1,
	rdata2
	);
	input clk;
	input rst;
	input wen;
	input [5-1:0] raddr1; 
	input [5-1:0] raddr2; 
	input [5-1:0] waddr; 
	input [32-1:0] wdata; 
	output [32-1:0] rdata1;
	output [32-1:0] rdata2;
	reg [32-1:0] regdata [0:32-1];
integer i;
	always@(posedge clk)
		begin
			if(rst)
				begin
					for (i=0; i<32; i=i+1)
					regdata[i] <=0;
					regdata[8] <=5; 
					regdata[3] <=2;
				end
			else
				regdata[waddr] <= (wen == 1) ? wdata : regdata[waddr]; 
		end
	assign rdata1 = ((wen) && (waddr == raddr1)) ? wdata : regdata[raddr1]; 
	assign rdata2 = ((wen) && (waddr == raddr2)) ? wdata : regdata[raddr2];
endmodule 
--- run.sh ---
#!/bin/bash
# OpenROAD 26Q1-2900-gdf79404cd8, Yosys 0.63+post, stock flow scripts
make -C /OpenROAD-flow-scripts/flow DESIGN_CONFIG=/design/flow/config.mk WORK_HOME=/design/flow/orfs finish
--- config.mk ---
export PLATFORM = sky130hd
export DESIGN_NAME = regfile
export DESIGN_NICKNAME = regfile
export VERILOG_FILES = /design/flow/design.v
export SDC_FILE = /design/flow/constraint.sdc
export NUM_CORES = 4
export LEC_CHECK = 1
export CORE_UTILIZATION = 40
--- constraint.sdc ---
current_design regfile

set clk_period 16.8
set clk_io_pct 0.2

create_clock -name clk0 -period $clk_period [get_ports {clk}]

set non_clock_inputs [all_inputs -no_clocks]
set_input_delay [expr $clk_period * $clk_io_pct] -clock clk0 $non_clock_inputs
set_output_delay [expr $clk_period * $clk_io_pct] -clock clk0 [all_outputs]
==> results.yml <==
# generated from flow reports
outcome:
  status: "completed"
final_layout:
  final_cell_mix: "mux2i_1 (1024), edfxtp_1 (1024), nor2_1 (770)"
  logic_area_um2: 22300
  largest_reg_flops: 1024
  regMostFlops: "regdata"
  drive_gt1_frac: 0.101
  nFillCells: 12000
  regArea_um2: 30700
  largestRegisters: "regdata: 1024 flops"
  synthToLayoutAreaGrowth_pct: 10.6
  stdcell_area_um2: 61100
  fin_util: 0.445
logic_synthesis:
  netlist_instances: 4519
  synth.avg_cell_area_um2: 12.2
  synth_area_um2: 55300
  async_flop_share: 0
  ys_seq_frac: 0.557
  synth-edff-count: 1024
  ys.flop_type: "edfxtp_1"
  yosysWarnings: 1
  ys_ff: 1024
  synth_cell_types: 39
  yosys_cells: 4519
  yosys-stat-area_um2: 55300
final_timing:
  slew_headroom: 0.337
  hold_viol: 0
  tns_ps: 0
  max_freq_ghz: 0.0886
  tightestPinTransition_ps: 991
  setup_violations: 0
  rsz0062_at_grt: "false"
  slew_violations: 0
  setup_ws_ps: 5520
  period_needed_ps: 11280
  finalCritPeriodShare: 0.672
power_and_ir_drop:
  leakagePower_nw: 22.1
  peakVddDrop_mv: 0.0780
  power.density_nw_per_um2: 102
flow_run:
  drv_cap: 0
  tool_warnings: 26
place:
  numPortBuffers: 113
  place.gp.congestion: 0.926
  dp_hpwl_um: 116000
  postPlaceCellArea_um2: 57600
  dp_slack_ps: 5580
clock_network:
  ctsResizeCount: 0
  cts.htree.levels: 3
  cts_setup_buffers: 0
  cts_tree: "done"
  cts_sinks: 1024
  cts_buffers: 113
  clk_path_buf_depth: 3
  hold_buffers: 0
  clk_pin_slew_worst_paths_ps: 60
  cts-root-buf: "clkbuf_16"
floorplan:
  ios: 114
  dieArea_um2: 140000
  fp.coreArea_um2: 137000
  fp.dieW_um: 374
  fp-row-count: 136
  die_y_um: 374
  initial_core_util: 0.402
global_route:
  grt-ovfl-total: 0
  grt_use_total: 0.324
  antenna_found_initial: 14
  grt_max_degree: 100
  grt_pass1_vias: 40400
  grt_first_pass_wirelength_um: 297000
routing:
  drt_iter0_drc: 3228
  drt-vias-per-instance: 6.28
  drc: 0
  drt-total-wl_um: 214000
  postRouteAntennaNets: 0
  num_vias: 39700
  wire_per_inst_um: 33.9
  drtPass1Iterations: 8
setup_path:
  worstSetupPathType: "in -> out"
  cp.arrival_ps: 7920
  crit_fanout: 65
  cp-end-kind: "output pin"
  required_ps: 13440
  cp-start-kind: "input pin"
worst_hold_path:
  hold_end: "regdata[1][31]"
  min-delay-path-class: "in -> reg"
  hold_path.startpoint: "wdata[31]"
  whs_path_depth: 3
how the worst max path moves through the flow:
| stage | startpoint | slack (ps) | endpoint | cells past startpoint |
|---|---|---|---|---|
| after global routing | raddr2[0] | 5300 | rdata2[28] | 10 |
| final | raddr2[0] | 5520 | rdata2[28] | 10 |
| after CTS | raddr2[0] | 5590 | rdata2[28] | 10 |
routing by layer:
layer | GRT usage | vias to the layer above | wire length [um] | share of wire
li1 | - | 16800 | - | -
met1 | 0.370 | 19200 | 70300 | 0.33
met2 | 0.460 | 2942 | 93500 | 0.44
met3 | 0.231 | 690 | 37000 | 0.17
met4 | 0.150 | 30 | 12800 | 0.060
met5 | 0.0305 | - | 575 | 0.0027
final cells by class:
type	count	share of cell area
inverter	1	0.0000614
timing repair buffer	267	0.0382
clock buffer	135	0.0483
sequential	1024	0.503
antenna	5	0.000205
clock inverter	67	0.00854
multi-input combinational	3023	0.365
tap	1794	0.0367
worst max-delay path: stages:
cell             delay [ps]
buf_8                   510
buf_4                   730
buf_4                   760
buf_4                   730
mux2i_1                 160
a22o_1                  250
a221oi_1                220
o22ai_1                 150
o41ai_2                 310
clkdlybuf4s50_1         530
through the flow:
step                hold WS (ps)  instances  power [W]
global placement            4230       6109    0.00386
global route                3530       6313    0.00638
finish                      3530       6316    0.00622
CTS                         3490       6311    0.00622
detailed placement          4230       6109    0.00386
floorplan                   3610       4519    0.00353
cells in the mapped netlist, types with 3 or more instances:
master    instances  area, um^2
a21oi_1         128         641
o41ai_2          64        1040
edfxtp_1       1024       30700
clkbuf_4         17         128
or2_2            10        62.6
buf_1            56         210
buf_4            23         173
o22ai_1          64         400
a22o_1          128        1120
and2_1          258        1610
a22oi_1         256        1920
nor2_1          772        2900
nor4_2            3        37.5
nand2_1         122         458
nor3_2            4        40.0
nor2b_1           6        37.5
a221oi_1        128        1120
buf_2            39         195
mux2i_1        1024       10200
xor2_1            8        70.1
buf_8             5        75.1
clkbuf_1        274        1030
buf_6            54         608
nand2b_1         30         188
nor3_1            3        15.0
cells by family (layout without fill, tap and decap cells):
kind of cell | after synthesis | in the layout | share of synthesized area
buffers and inverters | 472 | 470 | 0.0446
other | 0 | 5 | 0
multiplexers | 1024 | 1024 | 0.186
AND/OR/NAND/NOR | 1219 | 1219 | 0.0984
AND-OR/OR-AND | 770 | 770 | 0.113
flip-flops | 1024 | 1024 | 0.557
XOR/XNOR | 10 | 10 | 0.00159
power breakdown:
part / internal (W) / total, W / switching (W)
clock network: 0.00136 / 0.00239 / 0.00103
registers: 0.00295 / 0.00302 / 0.0000687
logic: 0.000291 / 0.000807 / 0.000516
total: 0.00460 / 0.00622 / 0.00162
Power and IR drop assume default switching activity.
