### run.sh
#!/bin/bash
# OpenROAD 26Q1-2900-gdf79404cd8, Yosys 0.63+post, stock flow scripts
make -C /OpenROAD-flow-scripts/flow DESIGN_CONFIG=/design/flow/config.mk WORK_HOME=/design/flow/orfs finish
### design.v
`timescale 1ns / 10ps
module alu(
   a,    
   b,    
   op,    
   out    
   );
   input [32-1:0] a, b;
   input [2:0] op;
   output reg [32-1:0] out;
always @(a or b or op )
begin
   case(op)
       6'b000000: out = a+b;
       6'b000001: out = a - b;
       6'b000010: out = a & b;
       6'b000011:  out = a^b;
       6'b000100: out = a<=b;
       6'b000101: out = a*b;
       6'b000110: out = a+b;
default: out = 0;  
   endcase
end
endmodule
### constraint.sdc
current_design alu

set clk_period 22.9
set clk_io_pct 0.2

create_clock -name clk0 -period $clk_period

set non_clock_inputs [all_inputs -no_clocks]
set_input_delay [expr $clk_period * $clk_io_pct] -clock clk0 $non_clock_inputs
set_output_delay [expr $clk_period * $clk_io_pct] -clock clk0 [all_outputs]
### config.mk
export PLATFORM = sky130hd
export DESIGN_NAME = alu
export DESIGN_NICKNAME = alu
export VERILOG_FILES = /design/flow/design.v
export SDC_FILE = /design/flow/constraint.sdc
export NUM_CORES = 4
export LEC_CHECK = 1
export CORE_UTILIZATION = 50
==> reports/summary.txt <==
run status: finished clean
NetSw: 0.00368 W
area leader, netlist: fa_1
Req. time, crit path: 18.32 ns
die area: 0.0406 sq mm
Yosys Chip Area: 0.0199 sq mm
minimum clock period: 17.43 ns
Top cell excl fill/tap: inv_1
Synth cell types: 82
total I/O pin count: 99
Setup CP Type: in -> out
internal power: 0.00265 W
cycle use final: 76.1%
via/cell ratio: 5.62
FP Util: 51.1%
Post-DP HPWL: 51.6 mm
mean area per synthesized cell: 8.38 sq um
WL final: 67.2 mm
crit-path max cell delay: 0.52 ns
pre-CTS WS: 5.47 ns
leakage dissipation: 10.4 nW
commonest cells after routing, fill and taps aside: inv_1 (445), fa_1 (410), and2_1 (277), nand2_1 (267), ha_1 (187)
pwr dens: 295 mW/mm^2
number of setup buffers added after CTS: 0
antenna-violating nets left: 0
Port Buffers: 99
Avg WL per Cell: 23.0 microns
clkbuf count: 0
critical path capture point type: output port
final setup margin: 5.47 ns
hold buffers post-CTS: 0
first-pass iteration count of the detailed router: 5
flop count: 0
RSZ-0062 raised after global routing: false
fmax: 57.4 MHz
worst slew pin tran: 0.962 ns
Main area contributors: fa_1 (41%), ha_1 (12%), and2_1 (8.7%), inv_1 (8.4%), nand2_1 (5.0%)
max-slew violation count: 0
TNS Setup: 0 ns
OpenROAD warnings: 64
Critical Path Start Type: primary input
Hold/Removal Path Class: in -> out
gr ovfl total: 0
global-route wire length before repair: 107 mm
setup violators final: 0
worst-path maximum fanout: 25
Synth Instances: 2376
die width: 202 microns
core area: 0.0389 sq mm
# Cells Yosys: 2376
GRT Util Overall: 37.3%
Max-slew headroom: 35.7%
number of global-route vias before repair: 17.6k
Resized cells post-CTS: 0
Final Hold Violation Tally: 0
Top-area cell share: 41.2%
most used cell, CP: fa_1
worst IR drop on VDD: 533 uV
FF+latch area: 0 sq um
worst-path cell with the longest stage delay: fa_1
row cnt: 72
initial antenna violation count: 1
layout cell share with drive strength beyond 1: 3.33%
max-cap viol count: 0
HP Start: op[2]
pin count of the biggest net entering global routing: 37
P&R area growth vs syn: 7.74%
die height: 202 microns
Final Wtd Congestion: 0.986
WP data arrival: 12.85 ns
drt initial violations: 929
Seq share, synth: 0%
number of remaining DRC errors: 0
via count: 16.4k
Sw Ratio: 58.2%
worst setup path start: a[8]
Mapped Area: 0.0199 sq mm
yosys warning tally: 1
## through the flow
stage | total power (W) | area, sq um | cells | hold slack [ns] | utilization, %
2_1_floorplan | 0.00415 | 19900 | 2376 | 9.39 | -
3_3_place_gp | 0.00635 | 21400 | 2917 | 10.36 | 55.1
3_5_place_dp | 0.00632 | 21400 | 2917 | 10.37 | 55.1
4_1_cts | 0.00639 | 21400 | 2917 | 10.37 | 55.1
5_1_grt | 0.00698 | 21400 | 2917 | 10.41 | 55.1
6_report | 0.00632 | 21400 | 2919 | 10.37 | 55.1
## area by class of cell
class                      count  area (sq um)
multi-input combinational   1799         17700
fill                        3648         17500
inverter                     450          1690
timing repair buffer         150          1370
tap                          518           648
antenna                        2          5.00
## power groups by stage
stage,sequential (W),clock [W],combinational [W]
global route,0,0,0.00698
CTS,0,0,0.00639
## synth_stat cells, types with 10 or more instances
cell / number
inv_1: 445
fa_1: 410
and2_1: 277
nand2_1: 267
ha_1: 187
clkbuf_1: 115
nor2_1: 107
a21oi_1: 82
xnor2_1: 79
o21ai_0: 50
xor2_1: 29
a21o_1: 24
nor3_1: 23
nand2b_1: 20
nor2b_1: 16
o21ai_1: 16
nand3_1: 15
a22oi_1: 13
mux2i_1: 12
o22ai_1: 12
o221ai_1: 10
## worst max-delay path: cells and delay by family
family,cells,cell delay (ns)
adders and majority gates,10,4.24
AOI/OAI and AO/OA,7,2.13
and+or+nand+nor,1,0.21
buffers and inverters,7,1.67
## routing by layer
layer	share of wire (%)	GRT usage, %	wire (microns)	vias to the layer above
met4	3.5	10.3	2350	4
met1	42	56.3	28300	8110
li1	-	-	-	7419
met5	0.085	1.07	57	-
met2	45	54.3	30100	743
met3	9.5	11.8	6360	117
## cell families after synthesis
logic type / Yosys count / share of synthesized area [%]
and+or+nand+nor: 753 / 18.8
AOI/OAI and AO/OA: 327 / 11.7
buffers and inverters: 577 / 10.9
xor gates and xnor gates: 108 / 4.75
muxes: 14 / 0.773
adders and majority gates: 597 / 53.0
## path summary, 6_finish.rpt
check,slack [ns],endpoint,cells past startpoint
max,5.47,out[28],25
min,10.37,out[0],5
Power figures rest on the tool's default switching activity, not on a simulated workload.
