==> flow/design.v <==
`timescale 1ns / 10ps
module ID_EXE_stage (
	input  clk,  rst, 
	input [32-1:0] rdata1_in,
	input [32-1:0] rdata2_in,
	input [32-1:0] imm_in,
	input [2:0] opcode_in,
	input alusrc_in,
	input [5-1:0]waddr_in, 
	output reg [32-1:0] rdata1_out,
	output reg [32-1:0] rdata2_out,
	output reg [32-1:0] imm_out,
	output reg [2:0] opcode_out,
	output reg alusrc_out,
	output reg[5-1:0]waddr_out
);
always @ (posedge clk) begin
	if(rst)
	begin
		waddr_out <= 0;
		rdata1_out <= 0;
		rdata2_out <= 0;
		imm_out<=0;
		opcode_out<=0;
		alusrc_out<=0;
	end
   else
	begin
		waddr_out <= waddr_in;
		rdata1_out <= rdata1_in;
		rdata2_out <= rdata2_in;
		imm_out<=imm_in;
		opcode_out<=opcode_in;
		alusrc_out<=alusrc_in;
	end
end
endmodule
==> flow/run.sh <==
#!/bin/bash
# OpenROAD 26Q1-2900-gdf79404cd8, Yosys 0.63+post, stock flow scripts
make -C /OpenROAD-flow-scripts/flow DESIGN_CONFIG=/design/flow/config.mk WORK_HOME=/design/flow/orfs finish
==> flow/config.mk <==
export PLATFORM = sky130hd
export DESIGN_NAME = ID_EXE_stage
export DESIGN_NICKNAME = ID_EXE_stage
export VERILOG_FILES = /design/flow/design.v
export SDC_FILE = /design/flow/constraint.sdc
export NUM_CORES = 4
export LEC_CHECK = 1
export CORE_AREA = 10 10 139 139
export DIE_AREA = 0 0 149 149
==> flow/constraint.sdc <==
current_design ID_EXE_stage

set clk_period 1.0
set clk_io_pct 0.2

create_clock -name clk0 -period $clk_period [get_ports {clk}]

set non_clock_inputs [all_inputs -no_clocks]
set_input_delay [expr $clk_period * $clk_io_pct] -clock clk0 $non_clock_inputs
set_output_delay [expr $clk_period * $clk_io_pct] -clock clk0 [all_outputs]
==> results_dict.tcl <==
# collected from the flow reports
set metrics [dict create \
    outcome "complete, but fails checks" \
    violations "setup timing" \
    post_place_setup_slack_ns -0.1847 \
    htree_depth 3 \
    max_stage_delay_ns 0.37 \
    postSynthCellCount 221 \
    worstPathCellList "buf_6" \
    power.share.clock_pct 39.8 \
    switching_fraction_of_total_power_pct 20.67 \
    slew-limit-headroom_pct 83.37 \
    fillers 1716 \
    cts-root-buf "clkbuf_16" \
    tally_of_buffers_added_on_design_ports 211 \
    clock.fmax_ghz 0.9770 \
    die_area_um2 22200 \
    critPathCapture "imm_out[28]" \
    critPathRequiredTime_ns 0.80 \
    cts_inserted_buffers 9 \
    layout_worst_path_cycle_share_pct 102.4 \
    finalHoldViolCount 0 \
    grt_antenna_before_repair 0 \
    global_route_wire_length_before_repair_um 14120 \
    grt_setup_unrepaired "true" \
    antennaDiodeCount 0 \
    netSwitchingPower_mw 1.818 \
    drt_iter0_drc 18 \
    min_period_ns 1.024 \
    clk_pin_slew_worst_setup_hold_paths_ns 0.07 \
    grt_start_max_net_pins 49 \
    final_antenna_net_count 0 \
    io_pins 212 \
    cell_area_leaders "dfxtp_1, nor2b_1, buf_6" \
    synth-seq-cells 105 \
    placedCellCount 644 \
    synth.cells.most_frequent "dfxtp_1, nor2b_1, buf_2" \
    hold_buffers 0 \
    synth.top_cell.area_share_pct 74.01 \
    post_cts_setup_bufs 0 \
    syn-cell-area_um2 2840 \
    drt_drc_violations_left 0 \
    tool_warnings 27 \
    timing.setup.critical_path_class "flop to output pin" \
    worst_path_cell_with_the_longest_stage_delay "dfxtp_4" \
    holdPathStages 3 \
    gate_family_responsible_for_the_most_delay_along_the_worst_path "flip-flops" \
    cellPowerDensity_nw_per_um2 1759 \
    max-clock-path-buffers 2 \
    global_route.overflow_total 0 \
    detailroute.via_count 2231 \
    placer_s_final_routability_congestion_estimate 0.7820 \
    coreArea_um2 16470 \
    cp_max_fo 1 \
    syn_to_final_growth_pct 76.04 \
    setup_viol 2 \
    place.detailed.hpwl_um 7892 \
    critPathBufInv 1 \
    intPower_mw 6.979 \
    ys_async_sr_fraction_pct 0 \
    drt_pass1_iterations 2 \
    cap_violations 0 \
    report.final.slew_viol_count 0 \
    postSynthSeqShare_pct 74.01 \
    end_kind "output pin" \
    synth-main-ff-cell "dfxtp_1" \
    post_drt_wl_per_cell_um 14.67 \
    synth_warnings 1 \
    tritoncts "yes" \
    drt-total-wl_um 9683 \
    sequential_share_of_power_pct 50.7 \
    tightestPinTransition_ns 0.2494 \
    placementRows 47 \
    synth-edff-count 0 \
    drive_above_1_share_pct 32.27 \
    synth-area-yosys_um2 2840 \
    post_layout_nonfiller_instances 660 \
    crit_start "imm_out[28]" \
    fp_util_pct 17.25 \
    vias_per_cell 3.380 \
    largest_vdd_supply_drop_mv 0.6992 \
    critPathArrivalTime_ns 0.82 \
    synth.lib_cells_used.distinct 5 \
    grt_pass1_vias 2284 \
    worstHoldPathType "input port to flop" \
    syn_area_per_cell_um2 12.85 \
    critical_path_depth 1 \
    clkSinkCount 105 \
    synth-cells-yosys 221 \
    static-leakage-power_nw 2.195 \
    fp.dieH_um 149 \
    grt.total_usage_pct 8.276 \
    dieWidth_um 149 \
    setup.worst_path.start_class "flop" \
    pwr-share-comb_pct 9.5 \
    synthDominantAreaCellType "dfxtp_1" \
    post-route-worst-setup-slack_ns -0.02356 \
]
==> final cells by class <==
type | instances | area, um^2 | share of cell area, %
sequential | 105 | 2130 | 42.59
timing repair buffer | 214 | 1644 | 32.88
multi-input combinational | 105 | 656.9 | 13.14
tap | 220 | 275.3 | 5.506
clock buffer | 10 | 229.0 | 4.580
clock inverter | 6 | 65.06 | 1.301
==> how the worst min path moves through the flow <==
stage | to | from | slack, ns
4_1_cts | imm_out[25] | rst | 0.26
5_1_grt | imm_out[25] | rst | 0.28
6_report | imm_out[25] | rst | 0.26
==> cell usage in the layout (no fill, tap or decap) <==
master             n
buf_12             2
buf_2            103
buf_4              2
buf_6              2
bufinv_16          1
clkbuf_1           1
clkbuf_16          9
clkdlybuf4s50_1  105
clkinv_2           2
clkinvlp_4         1
dfxtp_1           87
dfxtp_2           16
dfxtp_4            2
inv_6              2
nor2b_1          105
==> cells by family after synthesis <==
group / count (synthesis) / synth area share, %
buffers and inverters: 11 / 2.863
flip-flops: 105 / 74.01
AND/OR/NAND/NOR: 105 / 23.13
==> state kept, by name, summed over array words and instances, names as in the netlist <==
register,count
imm_out,32
rdata2_out,32
waddr_out,5
rdata1_out,32
opcode_out,3
alusrc_out,1
==> layer usage <==
metal  vias up  GRT usage, %  routed length [um]  part of all wire, %
li1       1091             -                   -                    -
met1      1008         10.88                4227                   44
met2       120         12.70                4311                   45
met3        12         3.789                1005                   10
met4         0         1.079                 139                  1.4
met5         -             0                   0                    0
==> per-stage QoR <==
stage / hold WS (ns) / power (mW) / cell area, um^2 / setup TNS [ns] / util, %
2_1_floorplan: 0.3282 / 4.699 / 2840 / 0 / -
3_3_place_gp: 0.6482 / 5.617 / 5191 / -0.3954 / 31.53
3_5_place_dp: 0.6449 / 5.625 / 5191 / -0.3662 / 31.53
6_report: 0.2637 / 8.797 / 5000 / -0.04324 / 30.36
4_1_cts: 0.2581 / 8.980 / 4996 / -0.1099 / 30.34
5_1_grt: 0.2774 / 9.204 / 5000 / -0.1892 / 30.36
==> repair_timing <==
| item | 4_1_cts | 5_1_grt |
|---|---|---|
| pin swaps | 0 | 0 |
| endpoints found under the setup margin | 105 | 15 |
| gates resized | 352 | 3 |
==> power by group through the flow <==
stage | Combinational (mW) | Clock (mW) | Sequential, mW
after CTS | 0.860 | 3.66 | 4.46
after global routing | 0.923 | 3.80 | 4.48
final | 0.834 | 3.50 | 4.46
Power figures rest on the tool's default switching activity, not on a simulated workload.
